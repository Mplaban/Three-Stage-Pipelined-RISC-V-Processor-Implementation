==> ./design.v <==
`timescale 1ns / 1ps
module MWB(clk,EX_IR,B_reg,LMD_addr,EX_MWB_stall,EX_MWB_ALU_Out,EX_MWB_IR,writeflag,MWB_Out,dest_addr
    );
parameter Mem_size=128;                 
reg [31:0] Memory[0:Mem_size-1];
input clk;
input EX_MWB_stall;
input [31:0] EX_MWB_ALU_Out;
input [31:0] LMD_addr;
input [31:0] EX_MWB_IR;
input [31:0] EX_IR;
output reg writeflag;
output reg [31:0] MWB_Out;
output reg [31:0] dest_addr;
input [31:0] B_reg;
reg [31:0] LMD;
initial begin
Memory[0] = 12;
Memory[8]=22;
end
always@(posedge clk)
begin
case(EX_IR[6:2])              
        5'b01000:  Memory[LMD_addr>>2]<=B_reg;       
endcase
LMD<=(EX_IR[6:2]==5'b00000)?Memory[LMD_addr>>2]:LMD_addr;  
end
always@(EX_MWB_IR,EX_MWB_ALU_Out,LMD) begin
    writeflag<=1'b0;
    if(EX_MWB_stall!=1'b1) begin
    case(EX_MWB_IR[6:2])
            5'b01100,5'b00100: begin                     
                               MWB_Out<=EX_MWB_ALU_Out;
                               dest_addr<=EX_MWB_IR[11:7];
                               writeflag<=1'b1;
                               end
            5'b00000         : begin                     
                               MWB_Out<=LMD;
                               dest_addr<=EX_MWB_IR[11:7];
                               writeflag<=1'b1;
                               end
            default         :  begin
                               writeflag<=1'b0;
                               dest_addr<=5'b0;
                               MWB_Out<=32'd0;
                               end
    endcase
    end
    else begin
        writeflag<=1'b0;
        dest_addr<=5'b0;
        MWB_Out<=32'd0;
    end
    end
endmodule
==> ./run.sh <==
#!/bin/bash
# OpenROAD 26Q1-2900-gdf79404cd8, Yosys 0.63+post, stock flow scripts
make -C /OpenROAD-flow-scripts/flow DESIGN_CONFIG=/design/flow/config.mk WORK_HOME=/design/flow/orfs finish
==> ./config.mk <==
export PLATFORM = sky130hd
export DESIGN_NAME = MWB
export DESIGN_NICKNAME = MWB
export VERILOG_FILES = /design/flow/design.v
export SDC_FILE = /design/flow/constraint.sdc
export NUM_CORES = 4
export LEC_CHECK = 1
export CORE_UTILIZATION = 50
==> ./constraint.sdc <==
current_design MWB

set clk_period 56.8
set clk_io_pct 0.2

create_clock -name clk0 -period $clk_period [get_ports {clk}]

set non_clock_inputs [all_inputs -no_clocks]
set_input_delay [expr $clk_period * $clk_io_pct] -clock clk0 $non_clock_inputs
set_output_delay [expr $clk_period * $clk_io_pct] -clock clk0 [all_outputs]
==> run notes <==
This memo summarizes the results of the implementation run.

Place
Per the placement log, port buffering inserted roughly 150 buffers. The post-placement cell area is between 0.15 and 0.2 mm2. The detailed-placement wirelength estimate is slightly below 300000 um. The number of placed instances, taps included, is 12300. The last weighted congestion value of the routability-driven placer is ~0.9.

Worst hold path
The report gives the cell count of the worst hold path as 4. The end point of the most critical hold path is LMD[19]. Per the hold report, the tightest min-delay path originates at Memory[96][19].

The type recorded for the worst min-delay path is reg2reg.

STA
The setup skew after layout is between 0.04 and 0.05 ns. Of the available clock period, the critical path in the final layout requires 0.463. The minimum period implied by the final worst setup slack is 26.29 ns.

The maximum clock frequency is about 38 MHz. The final layout reports a setup TNS of 0 ns. The worst max-slew margin expressed relative to the limit is 0.250. Endpoints failing hold in the final report were tallied at 0. Setup repair after global routing left no endpoint under its margin. The number of slew-limit violations in the final report is 0. The slew at the pin with the worst max-slew slack is approximately 1.1 ns. The total of endpoints with negative setup slack in the final report is 0.

Clock network
The clock transition time at the flip-flop clock pins of the worst setup and hold paths is ~0.06 ns. The TritonCTS clock tree is done. The number of buffers inserted by hold repair at cts is 0. The clock reaches the later pin of the worst-skew pair after ~0.96 ns.

CTS reports a maximum clock tree buffer depth of 4. CTS placed an instance of clkbuf_16 at the clock tree root. Clock tree synthesis inserted a total of just over 400 buffers. Counting every sink on the clock net gives approximately 4100. The total number of H-tree levels is 5. Post-CTS timing repair inserted 0 buffers for setup. The number of gates given a new drive strength after cts is 0.

Global routing
For this run the aggregate overflow at the end of global routing stands at 0. The initial antenna violation count is 35. The wire length of the first global-routing pass is 711000 um.

The number of global-route vias before repair is 93000. The pin count of the biggest net entering global routing is 97. The overall track demand over capacity in global routing is 0.370.

Drt
In this run the remaining antenna-violating nets after routing total 0. The count of vias placed by the detailed router is between 80000 and 90000. In the routed design, unresolved DRC markers number 0. For this run, the detailed router's first-pass iteration total came to 5. The violation tally from detailed-route iteration zero is 6629. In the final routed layout, each cell accounts on average for 39.5 um. For this block, the routed nets add up to just over 500000 um of wire.

For this run, the detailed router reports a per-instance via density of ~6.6.

Final layout
After routing the design area is between 0.15 and 0.2 mm2. Between the synthesized netlist and the finished layout, the area growth was recorded as 13.6%. The final layout report lists a filler cell count of about 22000.

The utilization after layout is 0.571. The number of non-filler instances in the completed layout is 13000. The share of post-route cells with drive strength above 1 is 0.207.

Worst setup path
In this run the critical register-to-register path is launched from Memory[71][16]. For the worst reg-to-reg path, the endpoint reported by OpenROAD is LMD[16]. For reference, the most critical setup path is categorized as in2out. The worst setup path is launched from a primary input. The number of cells on the worst reg-to-reg path is 6. STA classifies the critical path endpoint as a primary output. The register-to-register path setup slack is approximately 53 ns. On the critical path the data arrives at approximately 15 ns. The required time at the worst endpoint is listed as 45.44 ns. The maximum fanout count along the critical path is 20.

Outcome
The flow ran to the end, and the final reports show no timing, DRC or antenna violations.

Synth
The proportion of synthesized flip-flops having asynchronous set or reset is 0. The area of the synthesized netlist per yosys stat is roughly 0.16 mm2. The area share of the largest cell type after synthesis is 0.778. By count the netlist is led by edfxtp_1 (4096), a221oi_1 (580), mux4_2 (462).

The share of the Yosys chip area taken by registers is 0.782. After synthesis, the mean cell area works out to around 20 um2. The number of warnings reported in the yosys synthesis log is 1. The number of enable flip-flop cells is 4096.

The gate-level netlist out of Yosys references 82 unique cell types. Before any placement, the netlist area is recorded as ~0.16 mm2. The number of register bits inferred by synthesis is 4128. Yosys attributes the largest share of cell area to edfxtp_1 (78%), mux4_2 (6.6%), a221oi_1 (3.2%), mux2i_1 (1.5%), a22oi_1 (0.97%).

The most used flip-flop cell after synthesis is edfxtp_1. The synthesized netlist handed to floorplanning was reported with a cell count of slightly above 8000. Yosys instantiated no cell more often than edfxtp_1. The largest total area in the synthesized netlist belongs to edfxtp_1. The number of cells reported by Yosys stat comes to roughly 8100.

Power
The maximum vdd drop is approximately 24 uV. The overall power of the completed layout is 0.00633 W. Summed over all cells, the static leakage comes to 56.0 nW. The cell area power density is approximately 35 mW/mm2.

Die
The count of standard-cell rows is approximately 210. The core region is approximately 0.31 mm2. Per the OpenROAD floorplan log, the area of the die is about 0.32 mm2. The initial utilization of the core area, before any placement, comes to 0.502. The die width is approximately 560 um. 227 I/O pins were placed. The vertical die dimension is 564 um.

Job
The total tool warning count is 76. The number of maximum-capacitance constraint violations is 0.
layout by cell type (no fill, tap or decap), types with 132 or more instances in the layout:
cell / n
a21oi_1: 140
a221oi_1: 579
a22oi_1: 205
buf_4: 468
clkbuf_16: 419
edfxtp_1: 4096
mux2_2: 135
mux2i_1: 235
mux4_2: 462
nand2_1: 221
nor2_1: 219
nor2_4: 132
kinds of logic after synthesis:
group	synth area share
multiplexers	0.0903
other	0.0000237
AND/OR/NAND/NOR	0.0244
AND-OR/OR-AND	0.0835
buffers and inverters	0.0195
flip-flops	0.782
final cells by class:
cell class / instances / area (um2) / area share
Inverter: 7 / 51.3 / 0.000286
Antenna cell: 24 / 60.1 / 0.000334
Timing Repair Buffer: 602 / 5030 / 0.0280
Clock inverter: 229 / 2070 / 0.0115
Tap cell: 4160 / 5200 / 0.0290
Multi-Input combinational cell: 3376 / 32600 / 0.182
Sequential cell: 4128 / 124000 / 0.689
Clock buffer: 520 / 10900 / 0.0607
worst max-delay path: stages:
cell and delay (ns):
clkdlybuf4s50_1 0.76, or3_1 0.55, nor3_2 0.65, buf_4 0.63
a22oi_1 0.29, nor2_1 0.17, clkdlybuf4s50_1 0.50
power by group:
part	internal [W]	switching, W
combinational	0.000101	0.000251
sequential	0.00335	0.00000101
clock	0.00151	0.00112
metal layers:
layer	GRT usage	part of all wire	vias up	wire length, um
met5	0.0539	0.0039	-	2020
met4	0.167	0.062	66	32000
met3	0.348	0.22	1203	114000
met2	0.490	0.44	7592	227000
met1	0.401	0.27	42600	141000
li1	-	-	35200	-
how the worst max path moves through the flow:
stage | endpoint | cells past startpoint | from
final | MWB_Out[0] | 7 | EX_MWB_IR[2]
after CTS | MWB_Out[0] | 7 | EX_MWB_IR[2]
after global routing | MWB_Out[0] | 7 | EX_MWB_IR[2]
state kept, by name, summed over array words and instances, names as in the netlist:
register and flops:
LMD 32, Memory 4096
per-stage QoR:
step | setup WS, ns | hold slack, ns
final | 30.51 | 0.752
after global routing | 30.28 | 0.825
after CTS | 30.52 | 0.761
after detailed placement | 30.51 | 0.746
after global placement | 30.53 | 0.746
after floorplan | 32.88 | 0.631
Power is estimated from default activity; no workload was simulated.
