==> flow/design.v <==
`timescale 1ns / 1ps
module IF_ID(clk,stall,adder,condn_flag,IFD_RS1_Addr_In,IFD_RS2_Addr_In,IFD_NPC,IFD_IR
   );
   input clk;
   input stall;
   input [31:0] adder;
   input condn_flag;
   output reg [4:0] IFD_RS1_Addr_In;
   output reg [4:0] IFD_RS2_Addr_In;
   parameter Instr_Mem_Size=16;
   reg [31:0] IFD_PC;
   output reg [31:0] IFD_NPC,IFD_IR;
   reg [31:0] instr_Mem[0:Instr_Mem_Size-1];     
   initial begin 
   IFD_PC=0;
   IFD_NPC=0;
   instr_Mem[0] = 32 'b0000000_00111_00010_000_00001_0110011;  
   instr_Mem[1] = 32 'b0000000_00001_00010_000_00011_0110011;  
   instr_Mem[2] = 32 'b1111110_01110_00100_000_01111_0010011;  
   instr_Mem[3] = 32 'b0000000_01000_01001_010_01110_0000011;  
   instr_Mem[4] = 32 'b0000000_01110_01000_010_01000_0100011;  
   instr_Mem[5] = 32 'b0000000_10010_10001_000_01100_1100011;  
   instr_Mem[6] = 32 'b0000000_00010_01101_010_01101_0010011;  
   instr_Mem[9] = 32 'b0000000_00010_00001_010_10100_0110011;  
   end
always@(posedge clk) begin
    if(stall!=1'b1) begin
        if(condn_flag==1) begin      
            IFD_PC = adder;
            IFD_IR = instr_Mem[IFD_PC>>2]; 
        end
        else begin
            IFD_PC = IFD_NPC;       
            IFD_IR = instr_Mem[IFD_PC>>2]; 
            end
        case(IFD_IR[6:2])
    5'b01100,5'b01000,5'b11000: begin  
                IFD_RS1_Addr_In<=IFD_IR[19:15];
                IFD_RS2_Addr_In<=IFD_IR[24:20];
              end
    5'b00000,5'b00100: begin  
                IFD_RS1_Addr_In<=IFD_IR[19:15];
                IFD_RS2_Addr_In<=5'b0;
              end
            endcase
    IFD_NPC=IFD_PC+4;
    end       
else begin
    IFD_PC <= IFD_PC;
    IFD_NPC <= IFD_NPC; 
end
end
endmodule
==> flow/run.sh <==
#!/bin/bash
# OpenROAD 26Q1-2900-gdf79404cd8, Yosys 0.63+post, stock flow scripts
make -C /OpenROAD-flow-scripts/flow DESIGN_CONFIG=/design/flow/config.mk WORK_HOME=/design/flow/orfs finish
==> flow/config.mk <==
export PLATFORM = sky130hd
export DESIGN_NAME = IF_ID
export DESIGN_NICKNAME = IF_ID
export VERILOG_FILES = /design/flow/design.v
export SDC_FILE = /design/flow/constraint.sdc
export NUM_CORES = 4
export LEC_CHECK = 1
export CORE_UTILIZATION = 40
==> flow/constraint.sdc <==
current_design IF_ID

set clk_period 7.1
set clk_io_pct 0.2

create_clock -name clk0 -period $clk_period [get_ports {clk}]

set non_clock_inputs [all_inputs -no_clocks]
set_input_delay [expr $clk_period * $clk_io_pct] -clock clk0 $non_clock_inputs
set_output_delay [expr $clk_period * $clk_io_pct] -clock clk0 [all_outputs]
==> impl_metrics.env <==
# source this file to load flow results
export IMPL_outcome="complete, no violations"
export IMPL_detail_route_iter0_violations=94
export IMPL_max_clock_freq_ghz=0.283
export IMPL_drive_gt1_frac=0.0925
export IMPL_antenna_found_initial=0
export IMPL_ys_cells=289
export IMPL_route_detailed_vias_per_inst=5.10
export IMPL_routed_wl_um=7450
export IMPL_p_r_area_growth_vs_syn_pct=34.0
export IMPL_aggregate_negative_setup_slack_ps=0
export IMPL_synth_avg_cell_area_um2=11.9
export IMPL_cell_taking_the_most_area_after_synthesis="sky130_fd_sc_hd__edfxtp_1"
export IMPL_maxCapViolations=0
export IMPL_synthDistinctLibCells=45
export IMPL_power_per_cell_area_nw_per_um2=193
export IMPL_ctsHoldBuffers=0
export IMPL_worst_path_max_delay_cell="sky130_fd_sc_hd__clkdlybuf4s50_1"
export IMPL_yosysWarningCount=1
export IMPL_flop_cell="sky130_fd_sc_hd__edfxtp_1"
export IMPL_final_cells=494
export IMPL_finalWorstPathRequiredPeriod_ps=3530
export IMPL_die_w_um=94.8
export IMPL_timing_clock_skew_ps=8.13
export IMPL_remaining_antenna_violation_count_after_routing=0
export IMPL_fin_total_pwr_uw=892
export IMPL_clock_power_share=0.318
export IMPL_grt_setup_unrepaired="false"
export IMPL_cts_buffers_inserted=9
export IMPL_switchingPower_uw=240
export IMPL_grt_overflow_total=0
export IMPL_largest_net_degree_at_the_start_of_global_routing=75
export IMPL_cts_setup_buffers=0
export IMPL_enable_flop_cells=59
export IMPL_cts_root_to_sink_buffers=2
export IMPL_timing_critical_path_slowest_cell_delay_ps=480
export IMPL_chip_area_um2=8990
export IMPL_htreeDepth=3
export IMPL_critPathRequiredTime_ps=7180
export IMPL_place_port_buffers=101
export IMPL_cts_resized=0
export IMPL_critical_path_endpoint_type="register"
export IMPL_critical_path_max_fanout=10
export IMPL_routed_via_count=2521
export IMPL_cp_data_arrival_time_ps=3610
export IMPL_vdd_ir_max_mv=0.0784
export IMPL_holdCritPathClass="register to register"
export IMPL_post_synth_inst_count=289
export IMPL_power_share_switching=0.269
export IMPL_cts_tree="yes"
export IMPL_setup_worst_path_start_class="primary input"
export IMPL_numSynthFlops=59
export IMPL_worst_hold_slack_ps=672
export IMPL_ys_chip_area_um2=3450
export IMPL_routed_wire_length_per_instance_um=15.1
export IMPL_grt_pass1_wl_um=11600
export IMPL_worstSkewPairLatency_ps=330
export IMPL_async_flop_share=0
export IMPL_grt_pass1_vias=2385
export IMPL_count_of_unresolved_drc_violations_after_routing=0
export IMPL_clock_sink_count=59
export IMPL_drtPass1Iterations=4
export IMPL_antennaDiodeCount=0
export IMPL_clockRootBuffer="sky130_fd_sc_hd__clkbuf_8"
export IMPL_timing_final_max_slew_violations=0
export IMPL_critical_path_cell_sequence="clkdlybuf4s50_1 > mux2i_1 > clkinv_1 > ha_1 > nand4_1 > a22oi_2 > nand4_4 > nor4_2 > xnor2_1"
export IMPL_power_sequential_fraction=0.491
export IMPL_fp_utilization=0.417
export IMPL_dp_cells=478
export IMPL_layout_top_cell_excl_fill_tap="sky130_fd_sc_hd__clkdlybuf4s50_1"
export IMPL_timing_final_setup_violations=0
export IMPL_kind_of_critical_path="primary input to register"
export IMPL_netlist_area_um2=3450
export IMPL_die_height_um=94.8
export IMPL_grtUsageTotal=0.174
export IMPL_routabilityCongestion=0.874
export IMPL_seq_area_frac_synth=0.514
export IMPL_total_count_of_hold_check_failures_in_the_final_report=0
export IMPL_internal_power_uw=651
export IMPL_tightest_slew_ps=767
export IMPL_final_cycle_utilization_of_the_critical_path=0.497
export IMPL_clkSlewWorstSetupHoldPaths_ps=70
export IMPL_leakage_uw=0.00163
export IMPL_dp_final_hpwl_um=5350
export IMPL_slew_headroom=0.489
export IMPL_post_synth_top_area_fraction=0.514
export IMPL_power_frac_comb=0.191
export IMPL_placementRows=33
export IMPL_io_pins=109
export IMPL_final_layout_top_logic_cells="100 x sky130_fd_sc_hd__clkdlybuf4s50_1, 59 x sky130_fd_sc_hd__edfxtp_1, 26 x sky130_fd_sc_hd__nand2_1"
export IMPL_coreArea_um2=8260
export IMPL_stage_log_warnings=28
export IMPL_top_cells_by_area="sky130_fd_sc_hd__edfxtp_1 51%, sky130_fd_sc_hd__mux2i_1 5.8%, sky130_fd_sc_hd__xnor2_1 4.8%"
export IMPL_post_route_util=0.559
[worst max-delay path: cells and delay by family]
family / cells / cell delay (ps)
AOI/OAI and AO/OA: 1 / 300
buffers and inverters: 2 / 680
muxes: 1 / 140
xor gates and xnor gates: 1 / 90
adders and majority gates: 1 / 330
and+or+nand+nor: 3 / 650
[sequential cells by signal (all words and copies together) (netlist names)]
| name | cells |
|---|---|
| IFD_RS2_Addr_In | 5 |
| IFD_NPC | 32 |
| IFD_RS1_Addr_In | 5 |
| IFD_IR | 17 |
[area by class of cell]
class | count | area, um2
flip-flops and latches | 59 | 1770
fillers | 715 | 3640
multi-input cells | 205 | 1480
repair buffers | 104 | 1030
clock inverters | 7 | 57.6
well taps | 105 | 131
inverters | 5 | 18.8
clock buffers | 9 | 124
[cell families (layout without fill, tap and decap cells)]
family | Yosys count | count (layout) | synth area share
simple gates | 104 | 104 | 0.181
mux | 20 | 20 | 0.0581
fa+ha+maj | 4 | 4 | 0.0145
compound gates | 42 | 42 | 0.0984
buf+inv | 30 | 125 | 0.0606
flops | 59 | 59 | 0.514
other cells | 2 | 7 | 0.00218
xor+xnor | 28 | 28 | 0.0712
[Yosys cell counts, types with 2 or more instances]
master	instances
sky130_fd_sc_hd__nand2_1	26
sky130_fd_sc_hd__nor3_1	4
sky130_fd_sc_hd__o21ai_0	6
sky130_fd_sc_hd__inv_1	4
sky130_fd_sc_hd__nor3b_1	3
sky130_fd_sc_hd__conb_1	2
sky130_fd_sc_hd__ha_1	4
sky130_fd_sc_hd__edfxtp_1	59
sky130_fd_sc_hd__nand2b_1	3
sky130_fd_sc_hd__and3_1	4
sky130_fd_sc_hd__o21a_1	3
sky130_fd_sc_hd__xor2_1	9
sky130_fd_sc_hd__nand3b_1	7
sky130_fd_sc_hd__nor2_1	15
sky130_fd_sc_hd__buf_6	4
sky130_fd_sc_hd__nand4_4	2
sky130_fd_sc_hd__clkbuf_1	2
sky130_fd_sc_hd__nand3b_4	2
sky130_fd_sc_hd__and2_1	2
sky130_fd_sc_hd__a21oi_1	11
sky130_fd_sc_hd__nand4_1	3
sky130_fd_sc_hd__nor2b_1	9
sky130_fd_sc_hd__buf_2	2
sky130_fd_sc_hd__nor4_2	2
sky130_fd_sc_hd__a32o_1	7
sky130_fd_sc_hd__mux2i_1	20
sky130_fd_sc_hd__a22oi_2	3
sky130_fd_sc_hd__xnor2_1	19
sky130_fd_sc_hd__buf_4	17
sky130_fd_sc_hd__nand3_1	17
sky130_fd_sc_hd__nand3_2	2
sky130_fd_sc_hd__a32oi_1	3
[through the flow]
step | cell area (um2) | worst slack [ps]
finish | 4620 | 3570
global route | 4620 | 3370
CTS | 4620 | 3590
floorplan | 3460 | 3600
detailed placement | 4430 | 3250
global placement | 4430 | 3330
[worst paths after layout]
kind,from,cells after the start,to,slack (ps)
min reg2reg,IFD_NPC[31],2,IFD_NPC[31],670
min,IFD_NPC[31],2,IFD_NPC[31],670
max reg2reg,IFD_NPC[3],8,IFD_NPC[22],4720
max,adder[3],9,IFD_NPC[30],3570
[power by group through the flow]
stage	Clock, uW	Combinational (uW)	Sequential (uW)
4_1_cts	290	172	438
5_1_grt	307	188	441
6_report	284	170	438
[metal layers]
| metal | wire length (um) | up-vias | global-route usage | share of wire |
|---|---|---|---|---|
| met5 | 0 | - | 0 | 0 |
| met4 | 52 | 0 | 0.0240 | 0.0070 |
| met3 | 498 | 4 | 0.0384 | 0.067 |
| met2 | 3160 | 93 | 0.242 | 0.42 |
| met1 | 3740 | 1178 | 0.305 | 0.50 |
| li1 | - | 1246 | - | - |
