$ cat design/flow/run.sh
#!/bin/bash
# OpenROAD 26Q1-2900-gdf79404cd8, Yosys 0.63+post, stock flow scripts
make -C /OpenROAD-flow-scripts/flow DESIGN_CONFIG=/design/flow/config.mk WORK_HOME=/design/flow/orfs finish
$ cat design/flow/config.mk
export PLATFORM = sky130hd
export DESIGN_NAME = EX
export DESIGN_NICKNAME = EX
export VERILOG_FILES = /design/flow/design.v
export SDC_FILE = /design/flow/constraint.sdc
export NUM_CORES = 4
export LEC_CHECK = 1
export CORE_UTILIZATION = 30
$ cat design/flow/constraint.sdc
current_design EX

set clk_period 7.8
set clk_io_pct 0.2

create_clock -name clk0 -period $clk_period [get_ports {clk}]

set non_clock_inputs [all_inputs -no_clocks]
set_input_delay [expr $clk_period * $clk_io_pct] -clock clk0 $non_clock_inputs
set_output_delay [expr $clk_period * $clk_io_pct] -clock clk0 [all_outputs]
$ cat design/flow/design.v
`timescale 1ns / 1ps
module EX(clk,ex_stall,Bypass_Flag,RS1_Out,RS2_Out,writeflag,dest_addr,MWB_Out,IFD_EX_RS1_Addr_In,IFD_EX_RS2_Addr_In,IFD_EX_IR,IFD_EX_NPC,EX_IR,EX_NPC,ALU_Out,condn_flag,B_reg,EX_dest_reg,adder
    );
    input ex_stall;
    input clk;
    input writeflag;
    input [1:0] Bypass_Flag;
    input [31:0] IFD_EX_NPC;
    input [31:0] IFD_EX_IR;
    input [31:0] dest_addr;
    input [31:0] MWB_Out;
    input [31:0] RS1_Out;
    input [31:0] RS2_Out;
    input [4:0] IFD_EX_RS1_Addr_In;
    input [4:0] IFD_EX_RS2_Addr_In;
    output reg condn_flag;
    output reg [31:0] EX_IR;
    output reg [31:0] EX_NPC;
    output reg [31:0] ALU_Out;
    output reg [31:0] adder;
    output reg [4:0] EX_dest_reg;
    reg signed [31:0] A_reg; 
    output reg signed [31:0] B_reg;
    reg signed [31:0] Register[0 : 31];
    reg signed [31:0] Imm; 
    wire [31:0] A,B;
    initial begin
    Register[0] = 0;
    Register[1] = 0;
    Register[2] = 6;
    Register[7] = 5;
    Register[4] = 100;
    Register[8] = 56;
    Register[9] = 24;
    Register[14] = 77;
    Register[18] = 18;
    Register[17] = 18;
    end
    always@(posedge clk) begin
    if(ex_stall!=1'b1) begin
    case(IFD_EX_IR[6:2])
    5'b01100,5'b01000,5'b11000: begin  
                A_reg<=Register[IFD_EX_RS1_Addr_In];
                B_reg<=Register[IFD_EX_RS2_Addr_In];
              end
    5'b00000,5'b00100: begin  
                A_reg<=Register[IFD_EX_RS1_Addr_In]; 
              end
    endcase
    end
    end
    always@(posedge clk) begin
        if(ex_stall !=1'b1) begin
        if(condn_flag==1'b1) begin
        EX_IR<=32'b11111111111111111111111111111111;
        end
        else begin
        case(IFD_EX_IR[6:2])
        5'b00100,5'b00000,5'b00010:               
                  Imm<={{20{IFD_EX_IR[31]}},IFD_EX_IR[31:20]};
        5'b01000:                          
                  Imm<={{20{IFD_EX_IR[31]}},{IFD_EX_IR[31:25],IFD_EX_IR[11:7]}};
        5'b11000:
                  Imm<={{20{IFD_EX_IR[31]}},{IFD_EX_IR[31]},{IFD_EX_IR[7]},{IFD_EX_IR[30:25]},{IFD_EX_IR[11:8]},1'b0};  
        default:  Imm<=32'b0;
        endcase
        EX_IR<=IFD_EX_IR;
        EX_NPC<=IFD_EX_NPC;
        end
        end
    end 
    assign A = (Bypass_Flag[0]==1'b1)?RS1_Out:A_reg;
    assign B = (Bypass_Flag[1]==1'b1)?RS2_Out:B_reg;
    always@(*) begin
    case(EX_IR[6:2])
            5'b01100: begin                  
                      condn_flag=1'b0;
                      case(EX_IR[14:12])
                                    3'b111: ALU_Out = A & B;
                                    3'b110: ALU_Out = A | B;
                                    3'b001: ALU_Out = A<< B;
                                    3'b101: ALU_Out = A >>> B;
                                    3'b010: ALU_Out = (A< B)? 1'b1 : 1'b0;
                                    3'b000: begin
                                            if(EX_IR[30])
                                                ALU_Out= A - B;
                                            else
                                                ALU_Out= A + B;
                                            end
                                    default: ALU_Out = 32'd0;
                      endcase
                      end
            5'b00000: begin                
                      condn_flag=1'b0;
                      case(EX_IR[14:12])
                                    3'b000: ALU_Out = A_reg + Imm;
                                    3'b010: ALU_Out = A_reg + Imm;
                                    default: ALU_Out = 32'd0;
                      endcase
                      end
             5'b00100:begin  
                      condn_flag=1'b0;
                      case(EX_IR[14:12])
                                    3'b000: ALU_Out = A_reg + Imm;
                                    3'b010: ALU_Out = (A_reg < Imm) ? 1'b1 : 1'b0;
                                    default: ALU_Out = 32'd0;
                      endcase
                      end
            5'b01000: begin              
                      condn_flag=1'b0;
                      case(EX_IR[14:12])
                                    3'b010:ALU_Out = A_reg + Imm;
                                    default: ALU_Out = 32'd0;
                      endcase
                      end
            5'b11000: begin              
                      case(EX_IR[14:12])
                                    3'b000:adder = IFD_EX_NPC-4 + Imm;
                                    default: adder = 32'd0;
                      endcase
                      condn_flag=(A_reg==B_reg)?1'b1:1'b0;
                      end
          default: begin 
                     condn_flag=1'b0;
                     ALU_Out=32'd0;
                     end
    endcase
    EX_dest_reg <= EX_IR[11:7];  
    end
always@(posedge clk) begin
    if( writeflag==1'b1) begin
        if(dest_addr==5'b00000) begin
            Register[dest_addr]<=32'd0;   
        end
        else begin
            Register[dest_addr]<=MWB_Out; 
            end 
    end
end
endmodule
==> GITHUB_STEP_SUMMARY <==
## Implementation flow summary

| Metric | Value |
|---|---|
| Final setup vio count | `0` |
| Critical path capture point type | `output port` |
| Syn avg cell area | `~15 um^2` |
| Yosys chip area | `approximately 66,000 um^2` |
| Vias in the first global route | `45,500` |
| Area Overhead vs Synth | `17.51%` |
| Crit path max fanout | `34` |
| Tool warnings | `roughly 120` |
| Biggest register | `Register` |
| Core Area | `around 220,000 um^2` |
| Pre-CTS setup slack | `~2.8 ns` |
| GRT Overall Usage | `a little under a quarter` |
| Gr ovfl total | `0` |
| Mapped Area | `about 66,000 um^2` |
| Setup Buffers After CTS | `0` |
| Element type at the critical path start | `flop` |
| # hold bufs at CTS | `0` |
| IO buf count | `~370` |
| Setup TNS | `0 ns` |
| Crit-path cells | `xor2_1 > nor4_1 > nand4_1 > nor4_1 > and3_1 > buf_4 > clkdlybuf4s50_1` |
| FP Rows | `around 170` |
| H-Tree Depth | `3` |
| Kind of critical path | `flop to output port` |
| Register pins left without a clock | `64` |
| Gate Area | `roughly 28,000 um^2` |
| Pwr dens | `~190 nW/um^2` |
| CP dominant cell by count | `nor4_1` |
| I/O pins | `about 370` |
| Max frequency | `roughly 190 MHz` |
| PnR worst setup slack | `2.561 ns` |
| RR Endpoint | `EX_NPC[9]$_DFFE_PP_` |
| Pre-Place Util | `roughly 30%` |
| Switching share of power | `25.17%` |
| Slew HR | `between 30% and 40%` |
| Yosys top cell by area | `edfxtp_1` |
| Sw Pwr | `~3.8 mW` |
| Sequential power share | `47.2%` |
| Async set-reset flop share out of synthesis | `0%` |
| Register area | `between 30,000 and 40,000 um^2` |
| RSZ-0062 raised after global routing | `false` |
| Post-synth EDFFs | `1,165` |
| CTS Buf Count | `about 120` |
| Area share, top type | `between 50 and 60%` |
| Cells resized by post-CTS repair | `0` |
| Synth Flop Type | `edfxtp_1` |
| Clock tree buffer depth | `3` |
| Worst Hold Class | `flop to flop` |
| Status | `finished, final reports clean` |
| Vias per cell | `5.574` |
| Worst Setup SP | `A_reg[9]$_DFFE_PP_` |
| Initial drt markers | `between 3,000 and 4,000` |
| Pin count of the biggest net entering global routing | `between 90 and 100` |
| CTS clock-pin slew for the worst setup and hold paths | `approximately 0.06 ns` |
| Pre-antenna DRT Iters | `5` |
| R2R Setup Slk | `4.63 ns` |
| Syn Inst Count | `about 4,300` |
| Clock network power share | `between 30% and 40%` |
| Max incr delay on CP | `a little under 0.9 ns` |
| DPL Wire Length | `155,100 um` |
| Synth warn | `1` |
| Die outline area | `about 220,000 um^2` |
| Peak supply drop | `approximately 0.21 mV` |
| CP required | `6.24 ns` |
| P_leak | `around 24 nW` |
| Chip height | `about 470 um` |
| Root Buffer Master | `clkbuf_16` |
| Final Util | `between 30% and 40%` |
| Max Slew Vio Count | `0` |
| WL/cell | `~31 um` |
| Routed vias | `between 40,000 and 50,000` |
| Launch point of the worst reg-to-reg path | `A_reg[9]$_DFFE_PP_` |
| Top cells by area | `edfxtp_1, mux4_2, ha_1` |
| #FFs+latches synth | `1,229` |
| Max reg flops | `1,024` |
| Share of cells above drive strength 1 | `between 20% and 30%` |
| Clock skew | `0.1186 ns` |
| Number of unconstrained endpoints | `around 130` |
| Total internal power | `about 11 mW` |
| Worst slew pin tran | `around 1 ns` |
| Yosys Instances | `approximately 4,300` |
| Final std cells w/o fill | `~7,600` |
| MaxCap Viol Count | `0` |
| Skew-Pair Late Insertion Delay | `approximately 0.8 ns` |
| CP Buf/Inv Count | `2` |
| R2R depth | `8` |
| Logic pwr share | `between 10% and 20%` |
| Final period utilization | `between 60 and 70%` |
| Unique cell types | `around 88` |
| Cell total after placement | `between 7,000 and 8,000` |
| DRT Wirelength | `235,900 um` |
| Gpl congestion | `a little over 1` |
| Final Hold Fails | `0` |
| Post-route DRC | `0` |
| Filler Cells Inserted | `around 20,000` |
| Slowest-stage cell, CP | `edfxtp_1` |
| CTS tree | `done` |
| Die width | `471.3 um` |
| Antenna-violating nets left | `0` |
| Final min period | `about 5.2 ns` |
| Crit path DAT | `3.68 ns` |
| Hold depth | `3` |
| Antenna violations before repair | `13` |
| Hold Path Sink | `B_reg[5]$_DFFE_PP_` |
| Worst path top cell family by delay | `buffers and inverters` |
| First-pass GRT wire length | `between 300,000 and 400,000 um` |
| Hold Crit Start | `Register[21][5]$_DFFE_PP_` |
[power by group through the flow]
stage | clock, mW | combinational [mW] | sequential (mW)
finish | 5.81 | 2.09 | 7.06
global route | 6.15 | 2.24 | 7.07
CTS | 5.91 | 2.08 | 7.06
[metal layers]
metal	share of wire [%]	GRT usage, %	up-vias
li1	-	-	17980
met1	32	24.84	21030
met2	45	33.31	2867
met3	17	15.98	476
met4	5.5	9.733	18
met5	0.14	0.9085	-
[metrics by stage]
stage                     hold WS, ns  power [mW]  area, um^2
after floorplan                0.9611       8.499       66060
after global placement         0.9786       9.254       73580
after detailed placement       0.9848       9.259       73580
after CTS                      0.9502       15.05       77600
after global routing           0.9640       15.46       77630
final                          0.9457       14.96       77630
[cell usage in the layout (no fill, tap or decap), drive strengths merged, types with 35 or more instances in the layout]
| master | n |
|---|---|
| o21ai | 148 |
| a21o | 35 |
| edfxtp | 1165 |
| nor3 | 42 |
| a21oi | 194 |
| inv | 233 |
| xor2 | 47 |
| clkbuf | 150 |
| nand2 | 162 |
| xnor2 | 67 |
| buf | 128 |
| nor2 | 252 |
| mux2i | 148 |
| mux4 | 640 |
| mux2 | 75 |
| and2 | 37 |
| ha | 220 |
| clkinv | 55 |
| clkdlybuf4s50 | 360 |
[cells by family after synthesis]
family          after synthesis  synth area share (%)
flops                      1165                 52.95
mux                         863                 25.35
simple gates                696                 4.983
compound gates              662                 6.517
buf+inv                     501                 2.943
fa+ha+maj                   224                 4.288
xor+xnor                    114                 1.511
latches                      64                 1.455
[worst reg2reg max path, cell delays in order, from the launching register on]
cell and delay, ns:
edfxtp_1 0.87, xor2_1 0.16, nor4_1 0.31, nand4_1 0.13
nor4_1 0.20, and3_1 0.19, buf_4 0.38, nor2_4 0.11
buf_4 0.32
[cell type report]
type                       instances  share of cell area [%]
multi-input combinational       2559                   36.71
clock buffer                     150                   4.013
sequential                      1229                   46.30
clock inverter                    76                   1.162
antenna                           13                 0.04190
tap                             2854                   4.600
timing repair buffer             488                   6.044
inverter                         233                   1.127
[worst max path at each step]
stage	endpoint	slack, ns	cells past startpoint
6_report	condn_flag	2.56	7
5_1_grt	condn_flag	2.38	7
4_1_cts	condn_flag	2.51	7
[Yosys cell counts, types with 21 or more instances]
master,number
a211oi_1,27
a21o_1,35
a21oi_1,193
and2_1,37
buf_1,63
buf_2,21
clkbuf_1,175
dlxtn_1,32
dlxtp_1,32
edfxtp_1,1165
ha_1,220
inv_1,225
mux2_2,75
mux2i_1,146
mux4_2,640
nand2_1,162
nand3_1,30
nor2_1,252
nor2b_1,21
nor3_1,42
nor4_1,30
o211ai_1,31
o21ai_0,135
o21bai_1,26
o221ai_1,22
o22ai_1,30
or2_2,34
xnor2_1,67
xor2_1,47
Power is estimated from default activity; no workload was simulated.
